**flow/run.sh**
```bash
#!/bin/bash
# OpenROAD 26Q1-2900-gdf79404cd8, Yosys 0.63+post, stock flow scripts
make -C /OpenROAD-flow-scripts/flow DESIGN_CONFIG=/design/flow/config.mk WORK_HOME=/design/flow/orfs finish
```
**flow/config.mk**
```make
export PLATFORM = sky130hd
export DESIGN_NAME = led_matrix_driver
export DESIGN_NICKNAME = led_matrix_driver
export VERILOG_FILES = /design/flow/design.v
export SDC_FILE = /design/flow/constraint.sdc
export NUM_CORES = 4
export LEC_CHECK = 1
export CORE_AREA = 10 10 101 101
export DIE_AREA = 0 0 111 111
```
**flow/constraint.sdc**
```tcl
current_design led_matrix_driver

set clk_period 5.2
set clk_io_pct 0.2

create_clock -name clk0 -period $clk_period [get_ports {clock}]

set non_clock_inputs [all_inputs -no_clocks]
set_input_delay [expr $clk_period * $clk_io_pct] -clock clk0 $non_clock_inputs
set_output_delay [expr $clk_period * $clk_io_pct] -clock clk0 [all_outputs]
```
**flow/design.v**
```verilog
module led_matrix_driver (clock, red_array, green_array, red_driver, green_driver, row_sink);
	input clock;
	input [7:0][7:0] red_array, green_array;
	output reg [7:0] red_driver, green_driver, row_sink;
	reg [2:0] count;
	always @(posedge clock)
		count <= count + 3'b001;
	always @(*)
		case (count)
			3'b000: row_sink = 8'b11111110;
			3'b001: row_sink = 8'b11111101;
			3'b010: row_sink = 8'b11111011;
			3'b011: row_sink = 8'b11110111;
			3'b100: row_sink = 8'b11101111;
			3'b101: row_sink = 8'b11011111;
			3'b110: row_sink = 8'b10111111;
			3'b111: row_sink = 8'b01111111;
		endcase
	assign red_driver = red_array[count];
	assign green_driver = green_array[count];
endmodule
```
==> reports/results.tsv <==
metric	value	unit
status	finished clean	
edf_count	0	
nFillCells	778	
p_leak	1.065	nW
peakVddDrop	0.05695	mV
worst_slack	1447	ps
worst_hold_path_type	reg -> reg	
min_from	count[1]$_DFF_P_	
top_area_share	45.32	%
core_area	0.008134	sq mm
grt_pass1_vias	1679	
clk_pin_slew_worst_paths	40	ps
wl_per_cell	16.92	um
fin_setup_tns	0	ps
post-route-util	37.35	%
warnings	29	
antenna_found_initial	0	
fmax	266.4	MHz
overflow	0	
clk_latency	230	ps
min_period_over_period	72.18	%
yosysWarnings	3	
yosys_cells	85	
cp-startpoint	red_array[12]	
async_reset_ff_share	0	%
hold_viol_final	0	
yosysChipArea	0.001391	sq mm
drc	0	
grt_pass1_wl	8852	um
ios	153	
crit_slowest_cell	mux4_1	
largest_area_cell	mux4_1	
slew_viol_final	0	
min_to	row_sink[7]$_SDFF_PN1_	
ant_nets	0	
clock-sinks	11	
tightest_slew	689.2	ps
crit_type	in -> out	
dr.pass1.iters	4	
r2r-start	count[2]$_DFF_P_	
root_buffer	clkbuf_8	
track_usage	8.962	%
cp.required	4160	ps
row_count	33	
cts_setup_buffers	0	
drtIter0Drc	19	
crit_top_cell	clkdlybuf4s50_1	
slowest_delay	530	ps
numPortBuffers	152	
r2r_slack	3480	ps
ys_seq_share	15.83	%
num_vias	1419	
numSynthFlops	11	
syn_inst	85	
dieArea	0.01232	sq mm
rr_endpoint	row_sink[5]$_SDFF_PN1_	
placed_cell_area	0.002993	sq mm
setup_viol	0	
cts_hold_buf	0	
syn_area	0.001391	sq mm
ctsHtreeMaxLevel	1	
cp_data_arrival_time	2710	ps
place.gp.congestion	0.6986	
crit_fanout	1	
finalCriticalPeriod	3753	ps
die_h	111	um
dp_slack	1426	ps
power.density	96.82	mW/mm^2
place_hpwl	5139	um
drv_cap	0	
worst_hold_slack	635.4	ps
n_antenna_cell	0	
post_cts_resized	0	
cts_tree	yes	
yosys.cell_types.count	13	
ys.flop_type	dfxtp_1	
start_kind	input pin	
ys_top_cells_by_area	mux4_1 (45%), dfxtp_1 (16%), mux2_2 (13%)	
die_w	111	um
crit_chain	clkdlybuf4s50_1 -> mux4_1 -> mux2_2 -> clkdlybuf4s50_1	
synth_area_per_cell	16.37	sq um
whs_path_depth	2	
cts.path.max_buffers	2	
drive_gt1_share	13.25	%
fp_util	17.11	%
cts_made_buffers	3	
skew	3.049	ps
grt_max_degree	21	
via_per_inst	4.186	
synthMostInstantiatedCell	mux4_1	
rsz0062_at_grt	no	
ff2ff_path_depth	4	
end_kind	output pin	
design_area	0.003038	sq mm
synthToLayoutAreaGrowth	118.3	%
slew_headroom	53.99	%
synthTopCellsByCount	mux4_1 (24), mux2_2 (16), dfxtp_1 (11)	
routed_wl	5735	um
## flip-flops by register name, indices dropped and copies added (netlist names)
name      flops
count         3
row_sink      8
## metrics by stage
stage,total power (W),instances
global placement,0.0002161,335
global route,0.0003092,339
CTS,0.0002978,339
detailed placement,0.0002174,335
floorplan,0.0001079,85
finish,0.0002941,339
## layout by cell type (no fill, tap or decap), drive strengths merged
cell type and count:
buf 2, clkbuf 4, clkdlybuf4s50 152, dfxtp 11, ha 5, inv 3, mux2 16, mux4 32
nand2 8, xnor2 1
## worst max path at each step
stage,to,slack [ps],cells past startpoint
4_1_cts,red_driver[4],1430,4
6_report,red_driver[4],1450,4
5_1_grt,red_driver[1],1400,4
## layer usage
metal / up-vias / part of all wire (%) / track usage, %
met5: - / 0 / 0
met4: 0 / 0.10 / 0.2604
met3: 2 / 12 / 4.269
li1: 679 / - / -
met1: 654 / 35 / 9.260
met2: 84 / 54 / 16.78
## where the power goes
group          total (W)  switching, W  internal [W]
clock network  0.0000797     0.0000264     0.0000533
registers      0.0000846             0     0.0000846
logic           0.000130     0.0000174      0.000112
## cell type report
type                       instances  area, sq um  share of cell area, %
tap                              105        131.4                  4.325
multi-input combinational         62         1092                  35.96
clock buffer                       4        45.04                  1.483
inverter                           3        11.26                 0.3707
timing repair buffer             154         1536                  50.58
sequential                        11        221.5                  7.290
## worst max-delay path, delay by kind of cell
kind     cells  cell delay (ps)
buf+inv      2              860
mux          2              810
## kinds of logic after synthesis
kind of cell	synth area share (%)
buffers and inverters	5.664
XOR/XNOR	0.6296
AND/OR/NAND/NOR	2.158
adder cells (fa/ha/maj)	4.496
flip-flops	15.83
multiplexers	71.22
Power is estimated from default activity; no workload was simulated.
