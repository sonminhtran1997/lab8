$ cat flow/design.v
module bottomLight (Clock, Reset, resetfield, L, R,U,D, NL, NR,NU,ND, lightOn);
	input Clock, Reset, resetfield;
	 input L, R, U, D, NL, NR, NU, ND;
	 output reg lightOn;
	 reg ns; 
	 parameter On=1'b1, Off=1'b0;  
	 always_comb
		case(lightOn)
			On: if(L&R&U&D|L&R&U&~D|L&R&~U&D|L&R&~U&~D|L&~R&U&D|L&~R&U&~D|L&~R&~U&D|
			~L&R&U&D|~L&R&U&~D|~L&R&~U&D|~L&~R&U&D|~L&~R&~U&~D|~L&~R&~U&D)  
					ns=On;
				else ns=Off;
			Off:if (NL&~L&R&~U&~D|NR&L&~R&~U&~D|ND&~L&~R&U&~D|NU&~L&~R&~U&D) 
					ns = On;
				else ns=Off;
			default: ns = 1'bX;
		endcase
			always_ff @(posedge Clock)
			if(Reset|resetfield)
				lightOn <=Off ;  
			else
				lightOn<=ns;
endmodule 
$ cat flow/run.sh
#!/bin/bash
# OpenROAD 26Q1-2900-gdf79404cd8, Yosys 0.63+post, stock flow scripts
make -C /OpenROAD-flow-scripts/flow DESIGN_CONFIG=/design/flow/config.mk WORK_HOME=/design/flow/orfs finish
$ cat flow/config.mk
export PLATFORM = sky130hd
export DESIGN_NAME = bottomLight
export DESIGN_NICKNAME = bottomLight
export VERILOG_FILES = /design/flow/design.v
export SDC_FILE = /design/flow/constraint.sdc
export NUM_CORES = 4
export LEC_CHECK = 1
export CORE_AREA = 10 10 70 70
export DIE_AREA = 0 0 80 80
$ cat flow/constraint.sdc
current_design bottomLight

set clk_period 1.9
set clk_io_pct 0.2

create_clock -name clk0 -period $clk_period [get_ports {Clock}]

set non_clock_inputs [all_inputs -no_clocks]
set_input_delay [expr $clk_period * $clk_io_pct] -clock clk0 $non_clock_inputs
set_output_delay [expr $clk_period * $clk_io_pct] -clock clk0 [all_outputs]
==> summary.txt <==
impl run done, here's what came out: status complete, no violations, Slew headroom 82.6%, DR DRC count 0, Yosys cell types 12, grt total ovfl 0, Leak Pwr 0.0917 nW, all-layer global routing usage 1.50%, Synth logic family simple AND/OR/NAND/NOR gates, Reg clk slew, reported paths 0 ps, antenna violations before repair 1, Adder Share, Synth 0%, Final Hold Violation Tally 0, Setup WS pre-CTS -125 ps, Tool Warnings 28, wire per inst 7.56 um, Worst setup EP type register, Initial DRC Count 2, Synth Seq Share 15.5%, standard-cell rows 21, mux frac, synth 0%, first-pass GRT wire length 745 um, cycle use final 98.4%, Routed Antenna Nets 0, startpoint class of the critical path primary input, metal3 WL 158 um, cts repair resizes 3, Gate Count Post-Synth 13, MaxCap Viol Count 0, Routability Congestion around 0.76, # Cells Yosys 13, I/O Pins 12, Die Y 80 um, Setup TNS 0 ps, synthesized cell area 129 sq um, Slew @ Worst Pin 261 ps, XOR/XNOR Fraction of Synth Area 6.80%, routed wl met2 129 um, min Tclk post-route between 1500 and 2000 ps, top flop regs lightOn x1, fin. max-slew vios 0, DR top layer met3, cts hold-fix bufs 0, Core ar. 3420 sq um, Synth Warn # 1, max reg flops 1, worst-path fanout max 1, chip area between 6000 and 7000 sq um, ys flops 1, Post-Route Skew 0 ps, Setup violations, final 0, fin worst setup slack 30.1 ps, synthesis area per yosys 129 sq um, clock latency on the worst-skew pair 0 ps, Die X 80 um, fin util approximately 8.6%, Post-CTS Setup Bufs 0, fp util 3.77%, largest net degree at the start of global routing 7, slowest cell delay on critical path 450 ps, WS Path Type primary input to register, routed vias around 150, vias in the first global route 135, Peak Freq 0.535 GHz, worst hold-check path type register to register, Max VDD drop about 41 uV, WL met1 249 um, Area Overhead vs Synth 129%, RSZ-0062 raised after global routing false, number of detailed-route iterations in the first pass 2, WP buf/inv 1, Worst EP arrival around 1800 ps, Req. time, crit path 1840 ps, Biggest register lightOn, Largest delay share family, worst path AND-OR/OR-AND gates, PortBufs 11, critical-path cell list clkdlybuf4s50_1 -> or4b_1 -> a2111oi_2 -> a32o_1, Avg Inst Size Synth 9.91 sq um, P per Cell Area 201 nW/um^2, Simple-Gate Area Share 45.6%, Critical Path Slowest Stage Cell or4b_1, WL final ~540 um, Via density 2.07, AND-OR/OR-AND Cells, Area Fraction approximately 29%, layout cells sized above 1 12.5%
-- layout by cell type (no fill, tap or decap) --
| cell type | n |
|---|---|
| a2111oi_2 | 1 |
| a32o_1 | 1 |
| and4bb_1 | 1 |
| and4bb_2 | 2 |
| clkdlybuf4s50_1 | 8 |
| dfxtp_1 | 1 |
| diode_2 | 1 |
| dlygate4sd2_1 | 3 |
| inv_1 | 1 |
| nor2_1 | 1 |
| o211ai_1 | 1 |
| o21ai_0 | 1 |
| or4_1 | 1 |
| or4b_1 | 1 |
| xor2_1 | 1 |
-- path summary, 6_finish.rpt --
kind | start | end | slack (ps) | depth (start not counted)
min | lightOn$_SDFF_PP0_ | lightOn$_SDFF_PP0_ | 550 | 1
max | NU | lightOn$_SDFF_PP0_ | 30 | 4
min reg2reg | lightOn$_SDFF_PP0_ | lightOn$_SDFF_PP0_ | 550 | 1
max reg2reg | lightOn$_SDFF_PP0_ | lightOn$_SDFF_PP0_ | 1040 | 2
-- per-layer routing --
metal | vias up | track usage (%)
met3 | 0 | 1.93
met1 | 55 | 1.92
met5 | - | 0
li1 | 82 | -
met4 | 0 | 0
met2 | 10 | 1.52
-- layout make-up --
type / instances / area [sq um]
Antenna cell: 1 / 2.50
Timing Repair Buffer: 11 / 106
Multi-Input combinational cell: 11 / 105
Inverter: 1 / 3.75
Fill cell: 407 / 3120
Sequential cell: 1 / 20.0
Tap cell: 46 / 57.6
-- cell usage after synthesis --
| cell type | n | area, sq um |
|---|---|---|
| o211ai_1 | 1 | 7.51 |
| and4bb_2 | 2 | 25.0 |
| and4bb_1 | 1 | 12.5 |
| o21ai_0 | 1 | 5.00 |
| xor2_1 | 1 | 8.76 |
| a32o_1 | 1 | 10.0 |
| nor2_1 | 1 | 3.75 |
| or4_1 | 1 | 7.51 |
| or4b_1 | 1 | 10.0 |
| a2111oi_2 | 1 | 15.0 |
| inv_1 | 1 | 3.75 |
| dfxtp_1 | 1 | 20.0 |
-- logic make-up after synthesis --
logic type,after synthesis
AOI/OAI and AO/OA,4
and+or+nand+nor,6
buffers and inverters,1
DFF,1
xor gates and xnor gates,1
-- metrics by stage --
stage / area (sq um) / instances / power, mW / hold WS, ps
floorplan: 129 / 13 / 0.0335 / 491
CTS: 293 / 70 / 0.0599 / 542
finish: 295 / 71 / 0.0595 / 547
global placement: 297 / 70 / 0.0619 / 571
global route: 293 / 70 / 0.0626 / 567
detailed placement: 297 / 70 / 0.0619 / 542
-- where the power goes --
part           total (mW)  internal [mW]  switching [mW]
Clock          0.00000141     0.00000141               0
Sequential         0.0235         0.0225        0.000939
Combinational      0.0360         0.0249          0.0112
-- worst register-to-register path, delay by kind of cell, from the launching register on --
family	cells	cell delay, ps
AND-OR/OR-AND	2	500
flip-flops	1	310
Power figures rest on the tool's default switching activity, not on a simulated workload.
