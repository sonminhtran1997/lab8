===== flow/design.v =====
module cars (clk, reset, shift, red_array);
	input clk;     
	input reset;
	input shift;
	output reg [7:0][7:0] red_array;
	always_ff @(posedge clk)
		if(reset) begin
			red_array <= {
				{8'b00000000},
				{8'b10000100},
				{8'b00010100},
				{8'b10000010},
				{8'b10001001},
				{8'b10000100},
				{8'b00100010},
				{8'b00000000}
			};
		end else if(shift) begin
			red_array[0] <= {red_array[0][0] ,red_array[0][7:1]};
			red_array[1] <= {red_array[1][0] ,red_array[1][7:1]};
			red_array[2] <= {red_array[2][0] ,red_array[2][7:1]};
			red_array[3] <= {red_array[3][0] ,red_array[3][7:1]};
			red_array[4] <= {red_array[4][0] ,red_array[4][7:1]};
			red_array[5] <= {red_array[5][0] ,red_array[5][7:1]};
			red_array[6] <= {red_array[6][0] ,red_array[6][7:1]};
			red_array[7] <= {red_array[7][0] ,red_array[7][7:1]};
		end
endmodule

===== flow/run.sh =====
#!/bin/bash
# OpenROAD 26Q1-2900-gdf79404cd8, Yosys 0.63+post, stock flow scripts
make -C /OpenROAD-flow-scripts/flow DESIGN_CONFIG=/design/flow/config.mk WORK_HOME=/design/flow/orfs finish

===== flow/config.mk =====
export PLATFORM = sky130hd
export DESIGN_NAME = cars
export DESIGN_NICKNAME = cars
export VERILOG_FILES = /design/flow/design.v
export SDC_FILE = /design/flow/constraint.sdc
export NUM_CORES = 4
export LEC_CHECK = 1
export CORE_UTILIZATION = 30

===== flow/constraint.sdc =====
current_design cars

set clk_period 1.1
set clk_io_pct 0.2

create_clock -name clk0 -period $clk_period [get_ports {clk}]

set non_clock_inputs [all_inputs -no_clocks]
set_input_delay [expr $clk_period * $clk_io_pct] -clock clk0 $non_clock_inputs
set_output_delay [expr $clk_period * $clk_io_pct] -clock clk0 [all_outputs]

==> deck_impl_summary.md <==
Synthesis and Place & Route Summary

Status
  – Outcome: finished, final reports clean

Detailed routing
  – DRC Markers: 0
  – Vias: 1880
  – Vias per cell: 4.26
  – Wire per inst: 11.0 um
  – Antenna-violating nets left: 0
  – Total Wirelength: 4870 um
  – DRT iter0 DRCs: 55
  – N_diodes: 0
  – First-pass DRT Iterations: 4

Logic synthesis
  – Avg Cell Area, Syn: 11.3 sq um
  – Yosys stat cell total: 207
  – Post-Synthesis Cells: 207
  – Post-synth EDFFs: 0
  – Commonest flop: dfxtp_1
  – Yosys chip area: 2330 sq um
  – Synth Seq Share: 0.549
  – Synth top cells by count: 64 x dfxtp_1, 51 x mux2i_1, 51 x nor2_1
  – Top cell area share: 0.549
  – Synthesized area: 2330 sq um
  – Asr flop ratio synth: 0
  – Synth cell types: 12
  – Register bit total from synthesis: 64
  – Cell type with the largest total area: dfxtp_1
  – Synth top cell by count: dfxtp_1
  – Synthesis Warnings: 1
  – Top cells by area: dfxtp_1 55%, mux2i_1 22%, nor2_1 8.2%, a211o_1 4.9%, buf_12 4.3%

Final timing
  – # setup viols final: 0
  – Clk_skew: 0.00532 ns
  – Final Cycle Share: 0.953
  – Total negative slack: 0 ns
  – Max Slew Vio Count: 0
  – Min Tclk post-route: 1.05 ns
  – Least-Margin Pin Slew: 0.153 ns
  – Achievable frequency: 0.954 GHz
  – Slew headroom: 0.895
  – Hold Vio Cnt, Final: 0

GRT
  – Largest net degree at the start of global routing: 34
  – First-pass GRT wire length: 8750 um
  – Initial antenna violation count: 0
  – Vias in the first global route: 1904
  – Total GRT Usage: 0.133
  – Gr ovfl total: 0

Clocking
  – H-tree levels: 3
  – CTS tree: done
  – TritonCTS Buffers: 9
  – CTS root buf: clkbuf_8
  – # hold bufs at CTS: 0
  – Clock buffer depth: 2
  – CTS Sinks: 64
  – Clock slew at reported path FFs: 0.06 ns
  – Clk latency late pin: 0.33 ns

Setup path
  – Crit-path max cell delay: 0.34 ns
  – Critical path buffers and inverters: 1
  – Reg2Reg Depth: 3
  – Reg-to-reg endpoint: red_array[18]
  – Reg-to-reg critical path startpoint: red_array[18]
  – Crit Path Class: flip-flop to output port
  – R2R Setup Slk: 0.18 ns
  – Crit path max fanout: 3
  – Critical Path RT: 0.88 ns
  – Crit. End Element: output port
  – Crit-path leading delay family: flip-flops
  – CP startpoint kind: flip-flop
  – Critical Path Slowest Stage Cell: dfxtp_2
  – Crit path DAT: 0.83 ns
  – CP Cell Sequence: clkdlybuf4s15_1

Placement
  – Detailed placer's ending HPWL: 2900 um
  – # port buffers: 66
  – Area after DPL: 3110 sq um
  – Final GP Congestion: 0.726

Layout
  – Reg with most FFs: red_array
  – Largest registers: red_array: 64 flops
  – Layout area overhead: 60.4%
  – Max reg flops: 64
  – Share of layout cells above drive strength 1: 0.459
  – Design area: 3740 sq um
  – Fill cell total of the finished layout: 678
  – Sequential cell area: 1360 sq um
  – Comb area: 901 sq um

Die
  – Chip Area: 8140 sq um
  – Die Y: 90.2 um
  – Die W: 90.2 um
  – CORE AREA: 7370 sq um
  – Row count: 31
  – FP Core Util: 0.317
  – Ports: 67

Hold path
  – Min-delay src: shift
  – Worst min-delay path endpoint: red_array[3]
  – Hold Path Stages: 3
  – Hold Path Class: primary input to flip-flop

Job
  – Log Warnings: 25
  – Max-cap check violation count: 0

Power and ir drop
  – Leakage: 1.78 nW
  – PwrDens: 1290 nW/um^2
  – VDD IR-drop max: 0.658 mV
how the worst max path moves through the flow:
stage	start	to	slack [ns]	cells after the start
4_1_cts	red_array[3]	red_array[3]	0.01	1
5_1_grt	red_array[53]	red_array[53]	-0.0005	1
6_report	red_array[36]	red_array[36]	0.05	1
repair_timing:
action,CTS,global route
buffers inserted,54,3
resized,192,9
endpoints found under the setup margin,64,12
per-layer routing:
layer / vias up / part of all wire / GRT usage
met5: - / 0 / 0
met4: 0 / 0.014 / 0.0188
met3: 7 / 0.054 / 0.0395
met2: 41 / 0.44 / 0.213
met1: 875 / 0.49 / 0.187
li1: 957 / - / -
cells in the final DEF, fill, tap and decap left out:
master and n:
clkbuf_8 12, clkbuf_1 2, mux2i_1 51, buf_2 1
nor2b_1 10, and2b_1 3, dfxtp_2 64, buf_12 4
buf_4 67, nor2_1 51, a211o_1 13, clkbuf_2 9
clkdlybuf4s15_1 55
power by group:
part	total (mW)	switching, mW	internal (mW)
Combinational	0.548	0.196	0.352
Clock	1.78	0.799	0.981
Sequential	2.48	0.0507	2.43
Total	4.81	1.05	3.76
kinds of logic (layout without fill, tap and decap cells):
group | count (synthesis) | count (layout) | synth area share
AND-OR/OR-AND | 13 | 13 | 0.0488
buffers and inverters | 15 | 150 | 0.0649
flip-flops | 64 | 64 | 0.549
multiplexers | 51 | 51 | 0.219
AND/OR/NAND/NOR | 64 | 64 | 0.118
per-stage QoR:
stage	util	hold slack (ns)	std cells	total power, mW	setup WS, ns
after global placement	0.422	0.475	370	3.01	0.0403
after CTS	0.511	0.292	438	4.92	0.0116
after floorplan	-	0.431	207	2.77	0.162
final	0.508	0.304	441	4.81	0.0514
after detailed placement	0.422	0.478	370	3.01	0.0345
after global routing	0.508	0.312	441	5.06	-0.000533
cell type report:
| class | instances | area share |
|---|---|---|
| clock buffers | 14 | 0.0461 |
| well taps | 99 | 0.0331 |
| repair buffers | 136 | 0.316 |
| multi-input cells | 128 | 0.241 |
| flip-flops and latches | 64 | 0.364 |
Power is estimated from default activity; no workload was simulated.
